==> flow/design.v <==
module fifo_sync
    #( parameter FIFO_DEPTH = 8,
	   parameter DATA_WIDTH = 32)  
	(input clk, 
     input rst_n,
     input cs,      
     input wr_en, 
     input rd_en, 
     input [DATA_WIDTH-1:0] data_in, 
     output reg [DATA_WIDTH-1:0] data_out, 
	 output empty,
	 output full); 
  localparam FIFO_DEPTH_LOG = $clog2(FIFO_DEPTH); 
  reg [DATA_WIDTH-1:0] fifo [0:FIFO_DEPTH-1]; 
  reg [FIFO_DEPTH_LOG:0] write_pointer; 
  reg [FIFO_DEPTH_LOG:0] read_pointer; 
    always @(posedge clk or negedge rst_n) 
      begin
      if(!rst_n) 
		    write_pointer <= 0;
      else if (cs && wr_en && !full) begin
          fifo[write_pointer[FIFO_DEPTH_LOG-1:0]] <= data_in;
	       write_pointer <= write_pointer + 1'b1;
      end
      end
	always @(posedge clk or negedge rst_n) 
      begin
	    if(!rst_n)
		    read_pointer <= 0;
      else if (cs && rd_en && !empty) begin
          	data_out <= fifo[read_pointer[FIFO_DEPTH_LOG-1:0]];
	        read_pointer <= read_pointer + 1'b1;
      end
	end
    assign empty = (read_pointer == write_pointer);
	assign full  = (read_pointer == {~write_pointer[FIFO_DEPTH_LOG], write_pointer[FIFO_DEPTH_LOG-1:0]});
endmodule
==> flow/run.sh <==
#!/bin/bash
# OpenROAD 26Q1-2900-gdf79404cd8, Yosys 0.63+post, stock flow scripts
make -C /OpenROAD-flow-scripts/flow DESIGN_CONFIG=/design/flow/config.mk WORK_HOME=/design/flow/orfs finish
==> flow/config.mk <==
export PLATFORM = sky130hd
export DESIGN_NAME = fifo_sync
export DESIGN_NICKNAME = fifo_sync
export VERILOG_FILES = /design/flow/design.v
export SDC_FILE = /design/flow/constraint.sdc
export NUM_CORES = 4
export LEC_CHECK = 1
export CORE_UTILIZATION = 50
==> flow/constraint.sdc <==
current_design fifo_sync

set clk_period 5.1
set clk_io_pct 0.2

create_clock -name clk0 -period $clk_period [get_ports {clk}]

set non_clock_inputs [all_inputs -no_clocks]
set_input_delay [expr $clk_period * $clk_io_pct] -clock clk0 $non_clock_inputs
set_output_delay [expr $clk_period * $clk_io_pct] -clock clk0 [all_outputs]
==> run notes <==
flow finished, numbers: worst min path class=flop to flop, Routability Congestion=0.814, number of antenna violations at the first check in global routing=0, clock latency at the later pin of the worst-skew pair=540 ps, wire length of the first global-routing pass=33700 microns, instance tally after logic synthesis=596, number of detailed-routing iterations run before antenna repair=8, Worst Max-Slew Pin Slew=854 ps, number of DRC markers in iteration 0=492, area of the core=0.0212 sq mm, number of routed nets with antenna violations=0, share of cells above drive strength 1=12.3%, area growth from synthesis to layout=19.0%, path type of the worst setup path=flop to output port, Post-CTS Repair Setup Buffers=0, Post-synth seq share=80.9%, Final Core Density=61.3%, total power=0.00691 W, Max-Cap Viols=0, detailed placer's ending HPWL=12100 microns, leakage=4.29 nW, DR vias/cell=5.91, CP startpoint kind=flop, cell type contributing the most total cell area after synthesis=edfxtp_1, number of warnings in the stage logs=33, endpoint type of the worst setup path=output port, FP Core Util=51.5%, #FFs+latches synth=296, clock skew=7.61 ps, max-slew violations=0, number of failing setup endpoints in the final timing report=0, Max Clk Rate=0.276 GHz, post_cts resized=0, final hold slack=573 ps, buffer cell driving the clock tree root=clkbuf_16, worst path required time=4080 ps, worst path setup slack after routing=1480 ps, tightest slew margin relative to the limit=43.1%, Remaining DRCs=0, number of library cell types mapped by synthesis=37, WL/cell=22.4 microns, Worst Setup Slack post-DPL=1590 ps, Sum Neg Setup Slack=0 ps, Power Dens Cells=531 mW/mm^2, cts-stage hold buffer count=0, IR Drop Worst-Case VDD=0.493 mV, share of Yosys cell area claimed by the top area cell type=79.1%, I/O Pins=71, most numerous logic cells after layout=edfxtp_1, clkdlybuf4s50_1, nor2_1, setup repair after global routing missed its margin=no, final critical path time including I/O delays and setup=3620 ps, H-tree levels=1, yosys cell count=596, worst-case clock buffer depth=3, maximum number of pins on one net before global-route repair=59, GR Overflow Total=0, Via Count=5807, top cells, area=edfxtp_1, a222oi_1, a22oi_1, horizontal die size=150 microns, chip area line of the yosys report=0.0109 sq mm, die boundary height=150 microns, drt total wl=22000 microns, Avg Cell Area, Syn=18.3 sq um, Port Buffer Count=70, result of the run=finished, final reports clean, Final Cycle Share=70.9%, antenna diode count=0, CTS clk-pin slew, worst paths=60 ps, maximum net fanout on the critical path=17, number of rows in the core area=53, Die Footprint=0.0225 sq mm, Tot GR Track Use=22.8%, CTS tree=yes, number of warning messages in the yosys log=2, netlist area before placement=0.0109 sq mm, vias in the first global route=6252, Worst Path Arrival=2600 ps, most frequent standard cell in the layout excluding fill and tap cells=edfxtp_1, number of hold violations in the final report=0, clock sinks=296, tally of filler cells in the layout=1475, cts bufs inserted=30
per-layer routing:
| layer | part of all wire, % | track usage (%) | vias to the layer above |
|---|---|---|---|
| met5 | 0 | 0.455 | - |
| li1 | - | - | 2632 |
| met1 | 38 | 32.8 | 2847 |
| met3 | 12 | 12.8 | 29 |
| met2 | 48 | 34.2 | 299 |
| met4 | 1.7 | 3.79 | 0 |
sequential cells by signal, summed over array words and instances, names as in the netlist:
name,cells
write_pointer,4
read_pointer,4
data_out,32
fifo,256
Yosys cell counts (all sizes together):
library cell,count
nand4,1
nor2,42
a41oi,6
dfrtp,8
a22oi,33
inv,6
nand2b,1
clkbuf,21
a22o,15
xnor2,7
edfxtp,288
and3,8
o211ai,1
nor2b,2
mux2i,2
ha,12
a31oi,4
nand3b,1
nand3,1
and2,4
a222oi,35
o21ai,2
buf,10
a21o,8
a21oi,37
xor2,1
a32o,1
a221oi,8
mux2,16
nor4,1
nand2,14
logic make-up (layout without fill, tap and decap cells):
logic type / after synthesis / after routing / synth area share [%]
and+or+nand+nor: 75 / 75 / 3.08
xor gates and xnor gates: 8 / 8 / 0.641
AOI/OAI and AO/OA: 150 / 150 / 10.8
adders and majority gates: 12 / 12 / 1.37
DFF: 296 / 296 / 80.9
buffers and inverters: 37 / 149 / 1.41
muxes: 18 / 18 / 1.83
where the power goes:
group          total [W]  internal, W  switching, W
clock network    0.00220      0.00135      0.000847
registers        0.00301      0.00291     0.0000994
logic            0.00170     0.000679       0.00102
total            0.00691      0.00495       0.00197
final cells by class:
cell class	count	area (sq um)	area share (%)
Multi-Input combinational cell	263	1940	14.9
Tap cell	275	344	2.64
Sequential cell	296	8850	68.0
Clock buffer	35	791	6.08
Timing Repair Buffer	89	843	6.48
Clock inverter	19	223	1.71
Inverter	6	22.5	0.173
critical path: stages, from the launching register on:
cell,delay [ps]
dfrtp_1,670
xnor2_1,560
nand3_1,210
nor2_1,140
clkdlybuf4s50_1,480
worst paths after layout:
path                                                 to                        start  cells past startpoint  slack, ps
max in group asynchronous   read_pointer[2]$_DFFE_PN0P_                        rst_n                      1       3960
setup / recovery                                   full  read_pointer[2]$_DFFE_PN0P_                      4       1480
hold / removal                   data_out[22]$_DFFE_PP_        fifo[0][22]$_DFFE_PP_                      2        570
setup reg to reg                  fifo[0][22]$_DFFE_PP_  read_pointer[2]$_DFFE_PN0P_                      5       1950
min in group asynchronous  write_pointer[3]$_DFFE_PN0P_                        rst_n                      1        810
hold reg to reg                  data_out[22]$_DFFE_PP_        fifo[0][22]$_DFFE_PP_                      2        570
metrics by stage:
step | cells | instance area [sq um]
6_report | 983 | 13000
3_3_place_gp | 929 | 12000
3_5_place_dp | 929 | 12000
5_1_grt | 983 | 13000
4_1_cts | 983 | 13000
2_1_floorplan | 596 | 10900
Power figures rest on the tool's default switching activity, not on a simulated workload.
